`design/flow/design.v`:
```
module baud_gen #(
    parameter integer CLK_HZ = 100_000_000,
    parameter integer BAUD   = 31_250,
    parameter integer OVERS  = 16
)(
    input  wire clk,
    input  wire rst,
    output reg  tick     
);
    localparam integer DIV = CLK_HZ / (BAUD * OVERS);  
    integer cnt;
    always @(posedge clk) begin
        if (rst) begin
            cnt  <= 0;
            tick <= 1'b0;
        end else begin
            if (cnt == DIV-1) begin
                cnt  <= 0;
                tick <= 1'b1;    
            end else begin
                cnt  <= cnt + 1;
                tick <= 1'b0;
            end
        end
    end
endmodule
```
`design/flow/constraint.sdc`:
```
current_design baud_gen

set clk_period 4.0
set clk_io_pct 0.2

create_clock -name clk0 -period $clk_period [get_ports {clk}]

set non_clock_inputs [all_inputs -no_clocks]
set_input_delay [expr $clk_period * $clk_io_pct] -clock clk0 $non_clock_inputs
set_output_delay [expr $clk_period * $clk_io_pct] -clock clk0 [all_outputs]
```
`design/flow/run.sh`:
```
#!/bin/bash
# OpenROAD 26Q1-2900-gdf79404cd8, Yosys 0.63+post, stock flow scripts
make -C /OpenROAD-flow-scripts/flow DESIGN_CONFIG=/design/flow/config.mk WORK_HOME=/design/flow/orfs finish
```
`design/flow/config.mk`:
```
export PLATFORM = sky130hd
export DESIGN_NAME = baud_gen
export DESIGN_NICKNAME = baud_gen
export VERILOG_FILES = /design/flow/design.v
export SDC_FILE = /design/flow/constraint.sdc
export NUM_CORES = 4
export LEC_CHECK = 1
export CORE_AREA = 10 10 106 106
export DIE_AREA = 0 0 116 116
```
==> impl_metrics.ini <==
; yosys + openroad results
[routing]
ant_nets = 0
vias = 1337
drcViolationCount = 0
postRouteWirelength_um = 3084
average_vias_per_placed_instance = 4.517
antenna-diode-count = 0
drt-initial-drc-count = 111
drt-pass1-iter-count = 4
routed_wire_length_per_instance_um = 10.42

[floorplan]
core-area_um2 = 8848
floorplan.die.height_um = 116
design.portCount = 3
chip_area_um2 = 13460
fp_util_pct = 18.17
row_count = 34
die.size.x_um = 116

[final_timing]
finalHoldViolCount = 0
max_slew_margin_pct = 56.16
period_used_pct = 56.05
final-setup-viol-count = 0
worst_margin_slew_ps = 657.2
clock_skew_ps = 6.071
drv_slew = 0
fmax_ghz = 0.4460
setup_tns_final_ps = 0
timing.final.crit_period_ps = 2242
setup_repair_after_global_routing_missed_its_margin = no

[cts]
numCtsBuffers = 5
htree_levels = 2
postCtsHoldBufs = 0
tritoncts_clock_tree = done
clk_transition_reported_paths_ps = 60
cts_post_setup_buffers_inserted = 0
clock_root_buffer = clkbuf_8
worstSkewPairLatency_ps = 280
cts_resized = 0
cts_max_path_buffers = 2
clock-sinks = 33

[layout]
post-route-util_pct = 20.42
combGateArea_um2 = 873.3
fillers = 968
drive_gt1_share_pct = 7.447
flop_area_um2 = 660.6
lay_top_cells = dfxtp_1 (33), nor2_1 (20), a21oi_1 (16)
area_delta_synth_final_pct = 12.37
layout_top_cell = dfxtp_1

[global_route]
first_global_vias = 1170
grt_start_max_net_pins = 19
antenna_found_initial = 0
grt_pass1_wl_um = 5589
track_usage_pct = 4.863
grt_remaining_overflow = 0

[worst_setup_path]
crit_path_end = cnt[26]
crit_path_start_kind = flop
crit_path_end_kind = flop
r2r.worst_path.cells = 5
worst_r2r_startpoint = cnt[1]
worst_ep_required_time_ps = 4210
r2r_slack_ps = 1760
path_cells = ha_1 > nand3_1 > or4_4 > or4_1 > a21oi_1
worst-path-buf-inv = 0
peak_fanout_along_the_critical_path = 16
critical-path-max-stage-delay_ps = 600
timing.rr.end = cnt[26]
cpLargestDelayFamily = simple AND/OR/NAND/NOR gates
cp_slowest_cell = or4_4
worstSetupPathType = flop to flop
worst_setup_path_startpoint = cnt[1]
worstSetupPathDepth = 5
arrival_ps = 2450

[placed_design]
placement.io_buffers = 2
dp_hpwl_um = 2137
routabilityCongestion = 0.7863

[synth]
yosys_most_used_dff = dfxtp_1
synth_largest_type_area_fraction_pct = 41.09
yosys_register_bits = 33
syn_inst = 184
synth_cell_types = 29
top_cells_by_area = dfxtp_1 (41%), xnor2_1 (6.0%), a21oi_1 (5.0%)
syn_avg_cell_area_um2 = 8.738
async_set_or_reset_register_ratio_after_synthesis_pct = 0
yosysSeqAreaShare_pct = 41.09
ys_area_um2 = 1608
synth_area_um2 = 1608
yosys_warning_tally = 1
yosys-stat-cells = 184
synth_area_leader_cell = dfxtp_1
synth-edff-count = 0

[job]
cap_violations = 0
warnings = 26

[power_and_ir_drop]
power.static_leakage_nw = 0.4946
power.density_cell_area_nw_per_um2 = 324.0
post-layout-total-power_mw = 0.5854
power.ir.vdd_worst_uv = 99.34

[outcome]
outcome = finished, final reports clean

[hold_path]
hold_class = flop to flop
hold_path_depth = 2
-- routing by layer --
| metal | part of all wire, % | vias up | track usage [%] | wire length [µm] |
|---|---|---|---|---|
| li1 | - | 690 | - | - |
| met3 | 4.6 | 8 | 1.361 | 143 |
| met1 | 51 | 620 | 7.097 | 1568 |
| met4 | 1.9 | 0 | 1.001 | 58 |
| met5 | 0 | - | 0 | 0 |
| met2 | 43 | 19 | 7.016 | 1314 |
-- area by class of cell --
type | instances | share of cell area, %
Clock buffer | 8 | 4.432
Multi-Input combinational cell | 136 | 48.34
Sequential cell | 33 | 36.57
Tap cell | 108 | 7.479
Timing Repair Buffer | 3 | 1.524
Inverter | 8 | 1.662
-- state kept, by name, summed over array words and instances, names as in the netlist --
name  flops
tick      1
cnt      32
-- where the power goes --
part           switching (mW)  internal [mW]
sequential            0.00454          0.331
combinational         0.00829        0.00532
clock                   0.113          0.123
-- logic make-up (layout without fill, tap and decap cells) --
group | after synthesis | count (layout) | share of synthesized area, %
and+or+nand+nor | 87 | 87 | 33.15
AOI/OAI and AO/OA | 33 | 33 | 11.75
DFF | 33 | 33 | 41.09
buffers and inverters | 15 | 19 | 4.825
xor gates and xnor gates | 14 | 14 | 7.627
adders and majority gates | 2 | 2 | 1.556
-- Yosys cell counts (all sizes together) (2+ instances only) --
master / count
a21oi: 16
and4: 3
clkbuf: 6
dfxtp: 33
ha: 2
inv: 8
nand2: 8
nand3: 8
nand4: 12
nor2: 20
nor3: 5
nor4: 8
nor4b: 2
o21ai: 8
o31ai: 7
or3: 8
or4: 10
xnor2: 11
xor2: 3
-- worst min path at each step --
stage	start	to	slack, ps
after global routing	cnt[31]	cnt[31]	510
final	cnt[31]	cnt[31]	490
after CTS	cnt[31]	cnt[31]	490
-- worst min-delay path, cell delays in order, from the launching register on --
cell and delay, ps:
dfxtp_1 330, o41ai_1 60, a21oi_1 50
-- stage by stage --
step	std cells	hold WS, ps	setup slack (ps)	cell area [µm²]
2_1_floorplan	184	447.6	2079	1608
4_1_cts	296	493.3	1761	1807
3_5_place_dp	288	479.6	1773	1727
5_1_grt	296	511.1	1537	1807
6_report	296	490.8	1758	1807
3_3_place_gp	288	487.7	1798	1727
Power figures rest on the tool's default switching activity, not on a simulated workload.
