### flow/design.v
module uart_rx #(
    parameter integer OVERS      = 16,    
    parameter integer DATA_BITS  = 8,     
    parameter         INVERT     = 0      
)(
    input  wire clk,                      
    input  wire rst,                      
    input  wire tick,                     
    input  wire rx,                       
    output reg  vld,                      
    output reg [7:0] data,                
    output reg  framing_err               
);
    reg rx_meta, rx_sync;
    always @(posedge clk) begin
        rx_meta <= rx;                    
        rx_sync <= rx_meta;               
    end
    wire rx_s = INVERT ? ~rx_sync : rx_sync;
    localparam [2:0] ST_IDLE  = 3'd0,     
                     ST_START = 3'd1,     
                     ST_DATA  = 3'd2,     
                     ST_STOP  = 3'd3;     
    reg [2:0]  state;                     
    reg [3:0]  os_cnt;                    
    reg [2:0]  bit_idx;                   
    reg [7:0]  shreg;                     
    localparam integer MID = OVERS/2;
    always @(posedge clk) begin
        if (rst) begin
            state       <= ST_IDLE;
            os_cnt      <= 0;
            bit_idx     <= 0;
            shreg       <= 0;
            data        <= 0;
            vld         <= 1'b0;
            framing_err <= 1'b0;
        end else begin
            vld <= 1'b0;                  
            if (tick) begin               
                case (state)
                ST_IDLE: begin
                    framing_err <= 1'b0;  
                    if (rx_s == 1'b0) begin    
                        state  <= ST_START;
                        os_cnt <= 0;           
                    end
                end
                ST_START: begin
                    os_cnt <= os_cnt + 1;      
                    if (os_cnt == MID-1) begin 
                        if (rx_s == 1'b0) begin    
                            state   <= ST_DATA;    
                            os_cnt  <= 0;          
                            bit_idx <= 0;          
                        end else begin
                            state  <= ST_IDLE;     
                        end
                    end
                end
                ST_DATA: begin
                    os_cnt <= os_cnt + 1;
                    if (os_cnt == MID-1) begin
                        shreg <= {rx_s, shreg[7:1]};
                    end
                    if (os_cnt == OVERS-1) begin
                        os_cnt <= 0;
                        if (bit_idx == DATA_BITS-1) begin
                            state <= ST_STOP;      
                        end else begin
                            bit_idx <= bit_idx + 1;
                        end
                    end
                end
                ST_STOP: begin
                    os_cnt <= os_cnt + 1;
                    if (os_cnt == MID-1) begin
                        framing_err <= (rx_s == 1'b0);
                    end
                    if (os_cnt == OVERS-1) begin
                        os_cnt <= 0;
                        data   <= shreg;
                        vld    <= ~framing_err;   
                        state  <= ST_IDLE;        
                    end
                end
                default: state <= ST_IDLE;
                endcase
            end  
        end
    end
endmodule
### flow/run.sh
#!/bin/bash
# OpenROAD 26Q1-2900-gdf79404cd8, Yosys 0.63+post, stock flow scripts
make -C /OpenROAD-flow-scripts/flow DESIGN_CONFIG=/design/flow/config.mk WORK_HOME=/design/flow/orfs finish
### flow/config.mk
export PLATFORM = sky130hd
export DESIGN_NAME = uart_rx
export DESIGN_NICKNAME = uart_rx
export VERILOG_FILES = /design/flow/design.v
export SDC_FILE = /design/flow/constraint.sdc
export NUM_CORES = 4
export LEC_CHECK = 1
export CORE_UTILIZATION = 30
### flow/constraint.sdc
current_design uart_rx

set clk_period 2.2
set clk_io_pct 0.2

create_clock -name clk0 -period $clk_period [get_ports {clk}]

set non_clock_inputs [all_inputs -no_clocks]
set_input_delay [expr $clk_period * $clk_io_pct] -clock clk0 $non_clock_inputs
set_output_delay [expr $clk_period * $clk_io_pct] -clock clk0 [all_outputs]
==> run_results.csv <==
group,metric,value,unit
power,power.density,680,nW/µm²
final_timing,layout_min_cycle_time,1.77,ns
synthesis,avgSynthCellArea,9.05,µm²
critical_path,reg2reg_depth,5,
worst_hold_path,whs_path_depth,0,
synthesis,topCellsByArea,"dfxtp_1 (47%), mux2i_1 (6.0%), nor2_1 (5.1%)",
drt,drtPass1Iterations,4,
final_timing,relSlewSlack,57.1,%
final_timing,hold_viol_final,0,
clock_tree,cts.clk_slew.worst_paths,0.07,ns
floorplanning,fp_util,32.3,%
clock_tree,cts.sinks,31,
global_route,antenna_found_initial,0,
final_timing,setup_viol,0,
drt,ant_nets,0,
cells_and_area,num-fill-cells,408,
place,gp_congestion,0.786,
synthesis,synth_cell_type_count,36,
cells_and_area,syn_to_final_growth,18.1,%
floorplanning,die_w,68.6,µm
global_route,grt_max_degree,30,
clock_tree,clk_latency,0.28,ns
final_timing,whs,0.325,ns
drt,wl,2.61,mm
final_timing,fin_crit_sh,80.6,%
clock_tree,cts-root-buf,"clkbuf_8",
drt,via_per_inst,5.16,
outcome,status,"finished, final reports clean",
drt,drtIter0Drc,47,
global_route,grt_pass1_vias,993,
floorplanning,io_pins,14,
clock_tree,clk_path_buf_depth,2,
drt,drc,0,
synthesis,synth_area,1330,µm²
worst_hold_path,worst_hold_startpoint,"rx_meta$_DFF_P_",
global_route,overflow,0,
drt,wl_per_cell,12.4,µm
synthesis,yosys.stat.chipArea,1330,µm²
critical_path,critical_path.endpoint_type,"flip-flop",
power,ir_drop,0.000394,V
critical_path,crit_fanout,10,
synthesis,most_common_cell,"dfxtp_1",
cells_and_area,fin_cells,210,
floorplanning,die_y,68.6,µm
synthesis,seq_area_frac_synth,46.7,%
cells_and_area,layout-drive-gt1-share,10.0,%
final_timing,max_freq,564,MHz
drt,vias,1084,
global_route,grtUsageTotal,12.7,%
synthesis,ff_type,"dfxtp_1",
clock_tree,ctsResizeCount,0,
clock_tree,hold_buffers,0,
clock_tree,cts_made_buffers,5,
critical_path,rr_endpoint,"data[0]$_SDFFE_PP0P_",
synthesis,synthDominantCellAreaShare,46.7,%
place,dp_hpwl,1.72,mm
clock_tree,cts_setup_buffers,0,
synthesis,top_area_cell,"dfxtp_1",
place,placedCellCount,203,
job,cap_viol_max_count,0,
worst_hold_path,min_to,"rx_sync$_DFF_P_",
final_timing,finalClockSkew,0.00688,ns
place,portBuffers,13,
synthesis,ys.flops,31,
floorplanning,coreArea,4120,µm²
power,static-leakage-power,0.610,nW
drt,antenna_cells,0,
critical_path,r2r_slack,0.43,ns
critical_path,worstPathArrival,1.94,ns
final_timing,drv_slew,0,
synthesis,synth_warnings,1,
final_timing,tightest_slew,0.642,ns
global_route,grt_first_pass_wirelength,4.37,mm
final_timing,rsz0062_at_grt,"no",
clock_tree,htreeDepth,2,
worst_hold_path,hp-class,"reg2reg",
synthesis,yosys_cells,147,
power,power.total,1.07,mW
final_timing,final.setup.tns,0,ns
critical_path,cp.required,2.36,ns
critical_path,crit_type,"reg2reg",
critical_path,r2r_start,"os_cnt[0]$_SDFFE_PP0P_",
synthesis,async_flop_share,0,%
synthesis,edf_count,0,
clock_tree,tritoncts,"done",
critical_path,worstSetupStartpointType,"flip-flop",
job,warning_count,25,
synthesis,top_cells_by_count,"dfxtp_1 (31), nor2_1 (18), a21oi_1 (13)",
floorplanning,dieArea,4700,µm²
synthesis,syn_inst,147,
floorplanning,rows,23,
==> through the flow <==
| step | worst slack (ns) | util (%) | area, µm² |
|---|---|---|---|
| 6_report | 0.427 | 38.2 | 1570 |
| 5_1_grt | 0.260 | 38.2 | 1570 |
| 4_1_cts | 0.440 | 38.2 | 1570 |
| 3_5_place_dp | 0.232 | 36.0 | 1480 |
| 3_3_place_gp | 0.245 | 36.0 | 1480 |
| 2_1_floorplan | 0.758 | - | 1330 |
==> power by group <==
part | switching, mW | total, mW | internal [mW]
Combinational | 0.0271 | 0.0469 | 0.0198
Clock | 0.203 | 0.448 | 0.245
Sequential | 0.00675 | 0.573 | 0.566
==> state kept, by name (all words and copies together) (netlist names) <==
signal,count
vld,1
state,4
rx_meta,1
rx_sync,1
bit_idx,3
data,8
os_cnt,4
framing_err,1
shreg,8
==> logic make-up after synthesis <==
| kind of cell | count (synthesis) | share of synthesized area [%] |
|---|---|---|
| AND-OR/OR-AND | 34 | 16.3 |
| adder cells (fa/ha/maj) | 3 | 2.82 |
| buffers and inverters | 12 | 4.99 |
| flip-flops | 31 | 46.7 |
| multiplexers | 8 | 6.02 |
| AND/OR/NAND/NOR | 59 | 23.2 |
==> cells in the final DEF (no fill, tap or decap) <==
cell	n
o21ai_1	3
a21bo_2	1
and4bb_1	1
o22ai_2	1
dfxtp_1	31
clkbuf_8	6
or3_4	1
nand2_1	11
o21ai_2	1
nand3_2	1
mux2i_1	8
nor2_1	18
nand2b_1	1
nand2_2	1
o211ai_1	1
inv_1	3
nor2b_1	3
nand4b_1	2
nor3_1	1
o21a_1	1
and3_1	1
and4b_1	2
buf_4	2
clkdlybuf4s50_1	13
a21boi_1	1
a32oi_1	1
a31oi_1	2
a21oi_1	13
nand4_1	3
nand3_1	12
or2b_1	1
a31o_2	1
clkinv_2	1
a22oi_1	5
o21ai_0	3
ha_1	3
==> how the worst max path moves through the flow <==
stage                      start              endpoint  slack, ns  cells past startpoint
4_1_cts   os_cnt[0]$_SDFFE_PP0P_  data[0]$_SDFFE_PP0P_       0.44                      5
5_1_grt   os_cnt[0]$_SDFFE_PP0P_  data[3]$_SDFFE_PP0P_       0.26                      5
6_report  os_cnt[0]$_SDFFE_PP0P_  data[0]$_SDFFE_PP0P_       0.43                      5
==> routing by layer <==
metal  GRT usage [%]  part of all wire (%)  vias to the layer above
met3            3.67                   5.2                        5
met5               0                     0                        -
met4            2.34                   1.9                        0
li1                -                     -                      550
met1            17.8                    47                      507
met2            20.0                    46                       22
==> final cells by class <==
class                      instances  area, µm²  share of cell area [%]
multi-input combinational        104        643                    41.0
sequential                        31        621                    39.5
timing repair buffer              15        145                    9.24
clock buffer                       6       82.6                    5.26
tap                               50       62.6                    3.98
inverter                           3       11.3                   0.717
clock inverter                     1       5.00                   0.319
==> worst max-delay path, cell delays in order (launching register included) <==
cell     delay, ns
dfxtp_1       0.38
ha_1          0.28
and3_1        0.36
nand3_2       0.33
mux2i_1       0.26
nor2_1        0.06
Power figures rest on the tool's default switching activity, not on a simulated workload.
